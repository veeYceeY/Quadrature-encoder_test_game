`flow/run.sh`:
```
#!/bin/bash
# OpenROAD 26Q1-2900-gdf79404cd8, Yosys 0.63+post, stock flow scripts
make -C /OpenROAD-flow-scripts/flow DESIGN_CONFIG=/design/flow/config.mk WORK_HOME=/design/flow/orfs finish
```
`flow/config.mk`:
```
export PLATFORM = sky130hd
export DESIGN_NAME = game_engine
export DESIGN_NICKNAME = game_engine
export VERILOG_FILES = /design/flow/design.v
export SDC_FILE = /design/flow/constraint.sdc
export NUM_CORES = 4
export LEC_CHECK = 1
export CORE_UTILIZATION = 40
```
`flow/constraint.sdc`:
```
current_design game_engine

set clk_period 9.8
set clk_io_pct 0.2

create_clock -name clk0 -period $clk_period [get_ports {clk_in}]

set non_clock_inputs [all_inputs -no_clocks]
set_input_delay [expr $clk_period * $clk_io_pct] -clock clk0 $non_clock_inputs
set_output_delay [expr $clk_period * $clk_io_pct] -clock clk0 [all_outputs]
```
`flow/design.v`:
```
`timescale 1ns / 1ps
module game_engine(
		input clk_in,
		input rst_in,
		input cw_in,
		input acw_in,
		output [127:0] line1_out,
		output [127:0] line2_out
    );
	reg clk_vel;
	reg [32:0] count_vel;
	reg [7:0] line1_buff [15:0];
	reg [7:0] line2_buff [15:0];
	wire [7:0] env1_arr [15:0];
	wire [7:0] env2_arr [15:0];
	reg [1:0] cw_buff,acw_buff;
	reg [4:0]load_count ;
	reg [7:0]car_left;
	reg [7:0] car_right;
	reg [7:0] line1_mix [15:0];
	reg [7:0] line2_mix [15:0];
	reg game_over;
	wire [7:0] msg_game_over[15:0];
	assign msg_game_over[15] = " ";
	assign msg_game_over[14] = " ";
	assign msg_game_over[13] = "G";
	assign msg_game_over[12] = "a";
	assign msg_game_over[11] = "m";
	assign msg_game_over[10] = "e";
	assign msg_game_over[9] =  " ";
	assign msg_game_over[8] = " ";
	assign msg_game_over[7] = "O";
	assign msg_game_over[6] = "v";
	assign msg_game_over[5] = "e";
	assign msg_game_over[4] = "r";
	assign msg_game_over[3] = " ";
	assign msg_game_over[2] = " ";
	assign msg_game_over[1] = " ";
	assign msg_game_over[0] = " ";
	assign env1_arr[15] = " ";
	assign env1_arr[14] = " ";
	assign env1_arr[13] = ">";
	assign env1_arr[12] = " ";
	assign env1_arr[11] = " ";
	assign env1_arr[10] = " ";
	assign env1_arr[9] = " ";
	assign env1_arr[8] = " ";
	assign env1_arr[7] = " ";
	assign env1_arr[6] = " ";
	assign env1_arr[5] = " ";
	assign env1_arr[4] = ">";
	assign env1_arr[3] = " ";
	assign env1_arr[2] = " ";
	assign env1_arr[1] = " ";
	assign env1_arr[0] = " ";
	assign env2_arr[15] = " ";
	assign env2_arr[14] = " ";
	assign env2_arr[13] = " ";
	assign env2_arr[12] = " ";
	assign env2_arr[11] = " ";
	assign env2_arr[10] = " ";
	assign env2_arr[9] = ">";
	assign env2_arr[8] = " ";
	assign env2_arr[7] = " ";
	assign env2_arr[6] = " ";
	assign env2_arr[5] = " ";
	assign env2_arr[4] = " ";
	assign env2_arr[3] = " ";
	assign env2_arr[2] = " ";
	assign env2_arr[1] = ">";
	assign env2_arr[0] = " ";
	always@(posedge clk_in) begin
		if(!rst_in) begin
			cw_buff<=2'b0;
			acw_buff<=2'b0;
			car_left<=8'h20;
			car_left<=8'h60;
		end else begin
			cw_buff[0]<=cw_buff[1];
			cw_buff[1]<=cw_in;
			acw_buff[0]<=acw_buff[1];
			acw_buff[1]<=acw_in;
			if(acw_buff==2'b01) begin
				car_left<=" ";
				car_right<="<";
			end else begin
				if(cw_buff==2'b01) begin
					car_left<="<";
					car_right<=" ";
				end
			end
		end
	end
	always@(posedge clk_in) begin
		if(!rst_in) begin
			game_over<=0;
		end else begin
			if((line2_buff[0]==">" && car_right=="<")|(line1_buff[0]==">" && car_left=="<")) begin
				game_over<=1'b1;
			end
		end
	end
	genvar b;
	generate
	for(b=15;b>0;b=b-1) begin : GameMix
		always@(posedge clk_in) begin
			if(!rst_in) begin
				line1_mix[b]<=0;
				line2_mix[b]<=0;
			end else begin
				if(!game_over) begin
					line1_mix[b]<=line1_buff[b];
					line2_mix[b]<=line2_buff[b];
				end else begin
					line1_mix[b]<=msg_game_over[b];
					line2_mix[b]<=msg_game_over[b];
				end
			end
		end
	end
	endgenerate
		always@(posedge clk_in) begin
			if(!rst_in) begin
				line1_mix[0]<=0;
				line2_mix[0]<=0;
			end else begin
				if(!game_over) begin
					line1_mix[0]<=car_left;
					line2_mix[0]<=car_right;
				end else begin
					line1_mix[0]<=msg_game_over[0];
					line2_mix[0]<=msg_game_over[0];
				end
			end
		end
	always @(posedge clk_in) begin
		if(!rst_in) begin
			clk_vel<=0;
			count_vel<=0;
		end else begin
			if(count_vel<=32'd6000000) begin
				count_vel<=count_vel+1;
			end
			else begin
				clk_vel<=!clk_vel;
				count_vel<=0;
			end
		end
	end
	genvar c;
	generate
	for (c=15;c>0;c=c-1) begin : GameMem
		always @(posedge clk_vel) begin
			if(!rst_in) begin
				line1_buff[c-1]<=0;
				line2_buff[c-1]<=0;
			end
			else begin
				line1_buff[c-1]<=line1_buff[c];
				line2_buff[c-1]<=line2_buff[c];
			end
		end
	end
	endgenerate
	always@(posedge clk_vel) begin
		if(!rst_in) begin
			load_count<=0;
			line1_buff[15]<=0;
			line2_buff[15]<=0;
		end else begin		
			if(load_count<5'd16) begin
				line1_buff[15]<=env1_arr[load_count];
				line2_buff[15]<=env2_arr[load_count];
				load_count<=load_count+1;
			end else begin
				line1_buff[15]<=line1_buff[0];
				line2_buff[15]<=line2_buff[0];
			end
		end
	end
		assign line1_out[7:0]=line1_mix[0];
		assign line1_out[15:8]=line1_mix[1];
		assign line1_out[23:16]=line1_mix[2];
		assign line1_out[31:24]=line1_mix[3];
		assign line1_out[39:32]=line1_mix[4];
		assign line1_out[47:40]=line1_mix[5];
		assign line1_out[55:48]=line1_mix[6];
		assign line1_out[63:56]=line1_mix[7];
		assign line1_out[71:64]=line1_mix[8];
		assign line1_out[79:72]=line1_mix[9];
		assign line1_out[87:80]=line1_mix[10];
		assign line1_out[95:88]=line1_mix[11];
		assign line1_out[103:96]=line1_mix[12];
		assign line1_out[111:104]=line1_mix[13];
		assign line1_out[119:112]=line1_mix[14];
		assign line1_out[127:120]=line1_mix[15];
		assign line2_out[7:0]=line2_mix[0];
		assign line2_out[15:8]=line2_mix[1];
		assign line2_out[23:16]=line2_mix[2];
		assign line2_out[31:24]=line2_mix[3];
		assign line2_out[39:32]=line2_mix[4];
		assign line2_out[47:40]=line2_mix[5];
		assign line2_out[55:48]=line2_mix[6];
		assign line2_out[63:56]=line2_mix[7];
		assign line2_out[71:64]=line2_mix[8];
		assign line2_out[79:72]=line2_mix[9];
		assign line2_out[87:80]=line2_mix[10];
		assign line2_out[95:88]=line2_mix[11];
		assign line2_out[103:96]=line2_mix[12];
		assign line2_out[111:104]=line2_mix[13];
		assign line2_out[119:112]=line2_mix[14];
		assign line2_out[127:120]=line2_mix[15];
endmodule
```
==> results.toml <==
# yosys + openroad results
[run_status]
status = "finished clean"

[grt]
grt_pass1_wl_um = 49600
track_usage_pct = 17.2
antenna_found_initial = 0
grt_overflow_total = 0
grt_pass1_vias = 8544
grt_max_degree = 157

[pwr]
powerDensity_nw_per_um2 = 132
p_comb_share_pct = 2.2
leakagePower_nw = 7.90
clkPwrFrac_pct = 49.8
p_int_mw = 2.06
ir_drop_mv = 0.115
p_sw_mw = 0.559
switching_share_pct = 21.4
p_seq_share_pct = 48.0

[logic_synthesis]
yosysCellCount = 1296
avgSynthCellArea_um2 = 12.1
synth_adder_area_share_pct = 0.480
mux_share_pct = 0.128
syn_area_um2 = 15600
ff_type = "dfxtp_1"
ys.flops = 547
synth.distinct_cells = 41
yosys.area_share.aoi_pct = 5.05
ys_async_sr_fraction_pct = 0
logic_family = "simple AND/OR/NAND/NOR gates"
ys.warnings.count = 5
synth-edff-count = 1
syn_inst = 1296
ys_sh_xor_pct = 1.34
synth_seq_share_pct = 70.1
simple_gate_share_pct = 20.1
yosys-stat-area_um2 = 15600

[die]
core_um2 = 38600
die-area_um2 = 39900
die_w_um = 200
floorplan.core_util_pct = 40.5
die.size.y_um = 200
rows = 72
io_pins = 260

[clocking]
clock_latency_ns = 0.54
numCtsBuffers = 35
root_buffer = "clkbuf_16"
cts-hold-fix-buffers = 0
clock_path_buffers = 3
tritoncts = "done"
postCtsSetupBuffers = 0
post_cts_resized = 0
ctsHtreeMaxLevel = 2
clkTransAtPathRegs_ns = 0.07

[hold_path]
min_path_cells = 1
min_to = "cw_buff[0]"
worstHoldStart = "cw_buff[1]"
hold_class = "reg -> reg"

[critical_path]
reg2reg_depth = 3
cp_data_arrival_time_ns = 4.14
worstPathRequired_ns = 10.28
r2r_slack_ns = 7.64
path_class = "in -> reg"
end_kind = "flip-flop"
cp_max_fo = 115
reg2reg_to = "line2_mix[11][5]"
cp-start-kind = "primary input"
timing.rr.start = "game_over"

[final_timing]
hold_violations = 0
min_period_ns = 3.66
unclocked_regs = 261
tightest_slew_ns = 0.791
setup_viol = 0
untimed_endpoints = 261
tns_ns = 0
hold-worst-slack_ns = 0.444
finalClockPeriodUsage_pct = 37.4
fmax_ghz = 0.273
drv_slew = 0
skew_ns = 0.0155
relSlewSlack_pct = 47.2
rsz0062_at_grt = "no"

[detailed_routing]
drt_first_pass_iters = 4
dr.first_iter.drc_count = 381
wl_per_cell_um = 15.8
num_vias = 8767
ant_nets = 0
vias_per_cell = 4.23
totalWireLength_um = 32800
antenna_cells = 0
drc = 0

[final_layout]
post_route_cells_drive_above_1_share_pct = 5.28
postLayoutCoreUtil_pct = 51.2
area_growth_pct = 26.4

[run]
warnings = 33
cap_violations = 0

[placed_design]
dp_hpwl_um = 21800
port_buffers = 252
routabilityCongestion = 0.847
[critical path: stages]
cell     delay (ns)
buf_8          0.39
buf_4          0.64
buf_4          0.67
and2_1         0.25
nor2b_1        0.13
[power by group through the flow]
stage / clock network (mW) / logic [mW] / registers, mW
5_1_grt: 1.39 / 0.0663 / 1.26
4_1_cts: 1.34 / 0.0597 / 1.25
6_report: 1.30 / 0.0580 / 1.25
[state kept, by name, summed over array words and instances (netlist names), 2 cells and up]
name and count:
acw_buff 2, car_left 2, count_vel 33, cw_buff 2, line1_buff 128, line1_mix 120
line1_out 3, line2_buff 128, line2_mix 120, load_count 5
[layout by cell type, fill, tap and decap left out, types with 2 or more instances in the layout]
cell type          n
and2_1           253
dfxtp_4            2
clkinv_2           6
clkinv_4           2
and4_1             2
nand4b_1           2
buf_4              8
inv_1             14
xor2_1             7
ha_1               6
clkbuf_16         36
a21boi_0           4
conb_1            17
nor2_1            24
a21o_1             8
nor4b_1            2
nand4_1            7
dfxtp_1          544
and3_1            10
a21oi_1            4
clkdlybuf4s50_1  251
nor3_1             4
clkbuf_8           8
nor4_1             7
nand2b_1           4
nand3_1           10
o21a_1            82
nor2_2             9
mux2i_1            2
xnor2_1           17
a31oi_1            3
bufinv_16          2
clkbuf_1           7
nor2b_1          161
nand2_1           12
o21ai_0            2
[synthesized netlist by cell type, types with 9 or more instances]
master	count	share of area, %
dfxtp_1	546	70
and2_1	253	10
nor2b_1	161	6.4
o21a_1	82	3.9
clkbuf_1	63	1.5
nor2_1	24	0.58
xnor2_1	17	0.95
inv_1	14	0.34
buf_4	12	0.58
nand2_1	12	0.29
and3_1	10	0.40
nand3_1	10	0.32
nor2_2	9	0.36
[layout make-up]
cell class,instances,area [µm²]
flip-flops and latches,547,11000
well taps,518,648
multi-input cells,668,4300
repair buffers,261,2610
clock buffers,51,1040
clock inverters,13,140
fillers,3400,18800
inverters,14,52.6
[worst max-delay path by stage]
stage     startpoint          endpoint  slack, ns  cells past startpoint
4_1_cts       rst_in  line2_mix[10][4]       6.16                      5
5_1_grt       rst_in   line2_mix[8][1]       5.90                      5
6_report      rst_in   line2_mix[9][2]       6.14                      5
[kinds of logic after synthesis]
| kind of cell | Yosys count |
|---|---|
| adder cells (fa/ha/maj) | 6 |
| AND/OR/NAND/NOR | 512 |
| XOR/XNOR | 24 |
| flip-flops | 547 |
| multiplexers | 2 |
| other | 1 |
| buffers and inverters | 97 |
| AND-OR/OR-AND | 107 |
[metrics by stage]
stage	power [mW]	std cells	area, µm²	setup slack [ns]
global placement	1.34	2008	18600	5.61
CTS	2.66	2072	19800	6.16
global route	2.71	2072	19800	5.90
detailed placement	1.34	2008	18600	5.57
finish	2.62	2072	19800	6.14
floorplan	1.32	1312	15700	5.83
[per-layer routing]
metal / global-route usage (%) / part of all wire [%] / up-vias / routed length [µm]
met3: 5.01 / 7.0 / 52 / 2300
met5: 0 / 0 / - / 0
li1: - / - / 4505 / -
met2: 24.6 / 43 / 197 / 14100
met1: 27.1 / 48 / 4013 / 15600
met4: 3.56 / 2.4 / 0 / 787
Power is estimated from default activity; no workload was simulated.
