[/design/flow/config.mk]
export PLATFORM = sky130hd
export DESIGN_NAME = quadenc
export DESIGN_NICKNAME = quadenc
export VERILOG_FILES = /design/flow/design.v
export SDC_FILE = /design/flow/constraint.sdc
export NUM_CORES = 4
export LEC_CHECK = 1
export CORE_AREA = 10 10 80 80
export DIE_AREA = 0 0 90 90
[/design/flow/constraint.sdc]
current_design quadenc

set clk_period 1.1
set clk_io_pct 0.2

create_clock -name clk0 -period $clk_period [get_ports {clk_in}]

set non_clock_inputs [all_inputs -no_clocks]
set_input_delay [expr $clk_period * $clk_io_pct] -clock clk0 $non_clock_inputs
set_output_delay [expr $clk_period * $clk_io_pct] -clock clk0 [all_outputs]
[/design/flow/design.v]
`timescale 1ns / 1ps
module quadenc(
			input clk_in,
			input rst_in,
			input a_in,
			input b_in,
			input c_in,
			output cw_out,
			output acw_out
    );
	reg [7:0] a_buff,b_buff;
	reg a_valid,b_valid;
	reg [1:0] a_reg,b_reg;
	wire clk_sample,clk_sys;
	assign clk_sample=clk_in;
	assign clk_sys=clk_in;
	always@(posedge (clk_sample),negedge(rst_in)) begin
		if(!rst_in) begin
			a_buff<=8'd0;
			b_buff<=8'd0;
			a_valid<=1'b0;
			b_valid<=1'b0;
		end
		else begin
			a_buff[7:1]<=a_buff[6:0];
			a_buff[0]<=a_in;
			b_buff[7:1]<=b_buff[6:0];
			b_buff[0]<=b_in;
			if(a_buff==8'b11111111) begin
				a_valid<=1;
			end
			else begin
				if(a_buff==8'b00000000) begin
					a_valid<=0;
				end
			end
			if(b_buff==8'b11111111) begin
				b_valid<=1;
			end
			else begin
				if(b_buff==8'b00000000) begin
					b_valid<=0;
				end
			end
		end
	end
	always@(posedge (clk_sys),negedge(rst_in)) begin
		if(!rst_in) begin
			a_reg<=2'd0;
			b_reg<=2'd0;
		end
		else begin
			a_reg[1]<=a_reg[0];
			a_reg[0]<=a_valid;
			b_reg[1]<=b_reg[0];
			b_reg[0]<=b_valid;
		end
	end
	assign  cw_out = (a_reg==2'b00)&&(b_reg==2'b01);
	assign acw_out = (a_reg==2'b01)&&(b_reg==2'b00);
endmodule
[/design/flow/run.sh]
#!/bin/bash
# OpenROAD 26Q1-2900-gdf79404cd8, Yosys 0.63+post, stock flow scripts
make -C /OpenROAD-flow-scripts/flow DESIGN_CONFIG=/design/flow/config.mk WORK_HOME=/design/flow/orfs finish
==> results_slide.txt <==
Synthesis and Place & Route Summary

Detailed routing
  – DRT Wirelength: 1.12 mm
  – DRC Markers: 0
  – Via density: 3.00
  – Wire length per cell: 8.77 µm
  – Number of antenna diodes: 0
  – DR vias: 384
  – DRT antenna net count: 0
  – DR iter-0 viols: 10
  – DRT Pass-1 Iters: 4

GRT
  – Layer with the highest usage: met1
  – Largest net degree at the start of global routing: 23
  – Number of global-route vias before repair: 445
  – Met2 usage: 3.75%
  – Congestion Overflow GR: 0
  – First-pass GRT wire length: 1.99 mm
  – Tot GR Track Use: 2.85%
  – Met3 Usage GRT: 1.76%
  – Initial antenna violation count: 0
  – GRT met1 Usage: 3.99%

Synthesis
  – Top cells, area: dfrtp_1 86%, or4_1 4.7%, nand4_1 3.9%, o21ai_1 3.1%, nor4b_1 2.7%
  – Distinct lib cells: 5
  – Yosys top cell by area: dfrtp_1
  – Netlist Area Pre-Place: 643 µm²
  – Chip Area, Yosys: 643 µm²
  – Top cell area share: 85.6%
  – Mean Syn Cell Area: 17.9 µm²
  – Yosys Instances: 36
  – Seq cells post-synth: 22
  – Mapped Cells: 36
  – Yosys warnings: 1
  – Seq/Total Area, Yosys: 85.6%

Clock network
  – TritonCTS clock tree: built
  – Cts bufs inserted: 3
  – Clock latency (worst-skew pair): 0.26 ns
  – Max Root-Sink Buffers: 2
  – Clock-pin slew on the worst setup and hold paths: 0.07 ns
  – H-Tree Depth: 1
  – TritonCTS Sinks: 22
  – CTS Hold Bufs: 0
  – Clock root buffer: clkbuf_8

Final timing
  – Crit share post-route: 120%
  – Setup Viol. Count Final: 4
  – Post-route setup TNS: -0.642 ns
  – Unrepaired setup endpoints after global routing: true
  – Final worst slack: -0.220 ns
  – Final Hold Viols: 0
  – Slew HR: 88.1%
  – Post-Route Skew: 0.00250 ns
  – Slew @ Worst Pin: 0.178 ns
  – Hold slack: 0.312 ns
  – Slew Viols, Final: 0
  – Peak Freq: 758 MHz
  – Minimum clock period: 1.32 ns

Floorplanning
  – Boundary pin count: 7
  – Fp_density: 13.6%
  – Core Region: 4720 µm²
  – Die Y: 90 µm
  – Die width: 90 µm
  – Die area: 8100 µm²
  – Num rows: 25

Setup path
  – CP Cell Sequence: buf_4 -> nor4b_2 -> buf_2
  – CP startpoint kind: flip-flop
  – Slowest cell on crit path: dfrtp_1
  – Largest fanout on the critical path: 2
  – WP data arrival: 1.10 ns
  – Crit path max-delay family: flip-flops
  – Critical path endpoint category: output pin
  – CP peak stage delay: 0.39 ns
  – Worst EP required: 0.88 ns
  – Critical path buffer and inverter count: 2
  – Worst setup path class: flip-flop to output pin

Pwr
  – Worst IR Drop VDD: 809 µV
  – Power per Cell Area: 1610 nW/µm²
  – Tot Pwr: 1.59 mW
  – Lkg Pwr: 0.421 nW

Flow run
  – Tally of OpenROAD warnings: 29
  – MaxCap Viol Count: 0

Finish
  – Filler Cell Count: 497
  – Post-route cell area: 986 µm²
  – Area growth syn-to-layout: 53.3%
  – Share of layout cells above drive strength 1: 47.5%
  – Top flop regs: a_buff: 8 flops, b_buff: 8 flops

Hold path
  – Hold crit path type: primary input to async pin

Placed design
  – Place WS: -0.310 ns
  – Routability cong.: 0.694
  – IO buf count: 5
  – Cell Area, Placed: 872 µm²
  – Post-DP HPWL: 699 µm

Status
  – Outcome: finished, violations left
  – Violated checks: negative setup slack
## Yosys cell counts
library cell	instances
nor4b_1	2
dfrtp_1	22
o21ai_1	4
or4_1	4
nand4_1	4
## where the power goes
part | leakage, nW | switching, mW | internal, mW
Sequential | 0.267 | 0.0366 | 0.863
Combinational | 0.126 | 0.0419 | 0.0785
Clock | 0.0288 | 0.247 | 0.319
## per-layer routing
layer | up-vias | share of wire, %
met5 | - | 0
met4 | 0 | 0.36
met3 | 2 | 7.4
met2 | 8 | 37
met1 | 188 | 56
li1 | 186 | -
## worst register-to-register path, stage by stage (launching register included)
cell and delay [ns]:
dfrtp_1 0.39, or4_4 0.54, o21ai_2 0.14, o21ai_1 0.07
## what timing repair did
item                                    4_1_cts  5_1_grt
gates resized                                 8        5
setup buffers                                 4        1
endpoints found under the setup margin        4        4
pin swaps                                     6        5
## final timing paths
kind                                startpoint                  end  slack (ns)  cells past startpoint
hold reg to reg            b_valid$_DFFE_PN0P_   b_reg[0]$_DFF_PN0_        0.40                      0
max in group asynchronous               rst_in  a_valid$_DFFE_PN0P_        0.66                      2
hold / removal                          rst_in   b_reg[1]$_DFF_PN0_        0.31                      2
setup / recovery            a_reg[1]$_DFF_PN0_               cw_out       -0.22                      3
setup reg to reg           b_buff[1]$_DFF_PN0_  b_valid$_DFFE_PN0P_       -0.14                      3
min in group clk0                         b_in  b_buff[0]$_DFF_PN0_        0.39                      1
## layout by cell type, fill, tap and decap left out
cell             Yosys  routed
nor4b_2              0       2
o21ai_1              4       2
dfrtp_1             22      22
buf_2                0       2
buf_12               0       1
buf_4                0      15
or4_1                4       1
or4_4                0       3
o21ai_2              0       2
clkbuf_8             0       4
clkdlybuf4s50_1      0       3
nand4_1              4       4
## metrics by stage
step | utilization, % | instances
6_report | 20.9 | 128
4_1_cts | 20.3 | 127
5_1_grt | 20.9 | 128
3_5_place_dp | 18.5 | 119
2_1_floorplan | - | 36
3_3_place_gp | 18.5 | 119
## area by class of cell
| cell class | count | area [µm²] | share of cell area [%] |
|---|---|---|---|
| Sequential cell | 22 | 551 | 55.8 |
| Clock buffer | 4 | 55.1 | 5.58 |
| Timing Repair Buffer | 21 | 173 | 17.5 |
| Tap cell | 67 | 83.8 | 8.50 |
| Multi-Input combinational cell | 14 | 124 | 12.6 |
## logic make-up (layout without fill, tap and decap cells)
| kind of cell | count (synthesis) | count (layout) | synth area share (%) |
|---|---|---|---|
| AND-OR/OR-AND | 4 | 4 | 3.11 |
| buffers and inverters | 0 | 25 | 0 |
| flip-flops | 22 | 22 | 85.6 |
| AND/OR/NAND/NOR | 10 | 10 | 11.3 |
Power figures rest on the tool's default switching activity, not on a simulated workload.
