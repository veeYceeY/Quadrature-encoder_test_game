==> flow/design.v <==
`timescale 1ns / 1ps
module clk_manager(
			input clk_i,
			input rst_i,
			output reg clk_o
    );
parameter DIVIDED_BY =200;
	reg [31:0] count;
	always@(posedge (clk_i),negedge (rst_i)) begin
		if(!rst_i) begin
			clk_o<=1'b0;
			count<=32'b0;
		end
		else begin
			if(count<=DIVIDED_BY) begin
				count<=count+32'b1;
			end else begin
				clk_o<=!clk_o;
				count<=32'b0;
			end
		end
	end
endmodule
==> flow/run.sh <==
#!/bin/bash
# OpenROAD 26Q1-2900-gdf79404cd8, Yosys 0.63+post, stock flow scripts
make -C /OpenROAD-flow-scripts/flow DESIGN_CONFIG=/design/flow/config.mk WORK_HOME=/design/flow/orfs finish
==> flow/config.mk <==
export PLATFORM = sky130hd
export DESIGN_NAME = clk_manager
export DESIGN_NICKNAME = clk_manager
export VERILOG_FILES = /design/flow/design.v
export SDC_FILE = /design/flow/constraint.sdc
export NUM_CORES = 4
export LEC_CHECK = 1
export CORE_AREA = 10 10 89 89
export DIE_AREA = 0 0 99 99
==> flow/constraint.sdc <==
current_design clk_manager

set clk_period 3.3
set clk_io_pct 0.2

create_clock -name clk0 -period $clk_period [get_ports {clk_i}]

set non_clock_inputs [all_inputs -no_clocks]
set_input_delay [expr $clk_period * $clk_io_pct] -clock clk0 $non_clock_inputs
set_output_delay [expr $clk_period * $clk_io_pct] -clock clk0 [all_outputs]
==> reports/qor.yml <==
holdPathEnd: "clk_o"
min_from: "clk_o"
syn_to_final_growth_pct: 29.12
grt_pass1_wl_um: 2470
ctsResizeCount: 0
grt_pass1_vias: 585
top_area_frac: 0.7449
max_freq_ghz: 0.5631
r2r_slack_ps: 1830
period_used_share: 0.5381
synth-seq-cells: 33
clock_latency_ps: 280
clkSinkCount: 33
post-route-drc-count: 0
placed_area_um2: 1316
p_leak_nw: 0.6231
finClkSkew_ps: 3.693
start_kind: "flop"
gp_congestion: 0.7381
yosys_warnings: 1
p_per_area_nw_per_um2: 561.0
final_cell_mix: "dfrtp_1, conb_1, nor2_1"
cts_htree_levels: 2
post_cts_buffers: 0
cp_max_fo: 2
timing.final.crit_period_ps: 1776
path_class: "reg -> out"
clkTransAtPathRegs_ps: 70
yosysCellCount: 74
yosysSeqAreaShare: 0.7449
drtPass1Iterations: 2
critical_path_arrival_ps: 1120
grt_use_total: 0.02958
ir_drop_mv: 0.3499
ios: 3
fp.dieW_um: 99
fp-utilization: 0.1850
syn-instance-count: 74
post_drt_wl_per_cell_um: 7.082
place_hpwl_um: 860.4
path_depth: 1
final_max_slew_viol_count: 0
grt_max_degree: 34
required_ps: 2640
synth_area_um2: 1109
row_count: 28
hold_viol_final: 0
overflow: 0
cp_cell_sequence: "clkdlybuf4s50_1"
cts.hold.buffers_added: 0
cts_buffers: 5
yosysTopAreaCell: "dfrtp_1"
reg2regPathDepth: 4
whs_path_depth: 1
cts_tree: "built"
cp-end-kind: "primary output"
setup_viol: 0
viasPerCell: 3.093
drt_wl_total_um: 1296
cp_top_family: "buffers and inverters"
drv_cap: 0
reg2reg_to: "clk_o"
die_y_um: 99
drt-initial-drc-count: 10
status: "complete, no violations"
core_area_um2: 5991
dieArea_um2: 9801
min_path_type: "reg -> reg"
ant_nets: 0
cp_slowest_cell: "clkdlybuf4s50_1"
cp_num_buf_inv: 1
ys_types: 19
synth.avg_cell_area_um2: 14.98
antenna_cells_inserted: 0
yosys_area_um2: 1109
root_buffer: "clkbuf_8"
rsz0062_at_grt: "false"
ctsLongestPathBuffers: 2
numPortBuffers: 2
r2r_start: "count[29]"
setup_tns_ps: 0
num_vias: 566
antenna_found_initial: 0
drive_above_1_share: 0.1204
warnings: 26
lay_top_count: "dfrtp_1"
final_area_um2: 1431
slowest_delay_ps: 470
top_cells_by_area: "dfrtp_1, xor2_1, nor2_1"
## cells by family after synthesis
logic type                 count (synthesis)  synth area share
adders and majority gates                  2           0.02257
xor gates and xnor gates                   6           0.04740
DFF                                       33            0.7449
and+or+nand+nor                           24            0.1287
AOI/OAI and AO/OA                          4           0.03951
buffers and inverters                      4           0.01354
other                                      1          0.003383
## worst max-delay path by stage
stage | startpoint | slack [ps] | endpoint
6_report | clk_o | 1520 | clk_o
5_1_grt | clk_o | 1470 | clk_o
4_1_cts | clk_o | 1500 | clk_o
## synth_stat cells, drive strengths merged
cell type,n
nand2,1
xor2,5
a32oi,1
nand3,4
and4,2
o211ai,1
o21a,1
a31oi,1
conb,1
nor2,9
xnor2,1
and3,1
nand2b,1
or4,2
ha,2
nor4,4
inv,4
dfrtp,33
## stage by stage
step / hold slack [ps] / instances / total power, mW / utilization / worst slack (ps)
final: 473.4 / 183 / 0.8030 / 0.2389 / 1524
after detailed placement: 460.1 / 175 / 0.4459 / 0.2197 / 1821
after global placement: 462.1 / 175 / 0.4454 / 0.2197 / 1815
after CTS: 475.3 / 183 / 0.8221 / 0.2389 / 1500
after floorplan: 364.4 / 97 / 0.4345 / - / 1882
after global routing: 497.5 / 183 / 0.8414 / 0.2389 / 1473
## power by group
part           switching, mW  leakage, nW  total (mW)  internal, mW
clock network          0.140       0.0543       0.366         0.226
registers            0.00362        0.406       0.423         0.419
logic                 0.0107        0.163      0.0140       0.00333
total                  0.155        0.623       0.803         0.648
## registers in the layout (all words and copies together) (netlist names)
name / count
count: 32
clk_o: 1
## final cells by class
cell class	count	area, um^2
Clock buffer	5	68.82
Clock inverter	3	46.29
Fill cell	614	4559
Inverter	4	15.01
Multi-Input combinational cell	60	354.1
Sequential cell	33	825.8
Tap cell	75	93.84
Timing Repair Buffer	3	27.53
## per-layer routing
layer / vias to the layer above / part of all wire / GRT usage
li1: 289 / - / -
met1: 269 / 0.44 / 0.03730
met2: 6 / 0.49 / 0.04459
met3: 2 / 0.056 / 0.01409
met4: 0 / 0.012 / 0.007718
met5: - / 0 / 0
Power and IR drop assume default switching activity.
